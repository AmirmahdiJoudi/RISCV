`config.mk`:
```
export PLATFORM = sky130hd
export DESIGN_NAME = mem_stage
export DESIGN_NICKNAME = mem_stage
export VERILOG_FILES = /design/flow/design.v
export SDC_FILE = /design/flow/constraint.sdc
export NUM_CORES = 4
export LEC_CHECK = 1
export CORE_AREA = 10 10 183 183
export DIE_AREA = 0 0 193 193
```
`constraint.sdc`:
```
current_design mem_stage

set clk_period 5.5
set clk_io_pct 0.2

create_clock -name clk0 -period $clk_period [get_ports {clk}]

set non_clock_inputs [all_inputs -no_clocks]
set_input_delay [expr $clk_period * $clk_io_pct] -clock clk0 $non_clock_inputs
set_output_delay [expr $clk_period * $clk_io_pct] -clock clk0 [all_outputs]
```
`design.v`:
```
module mux2to1 #(
    parameter size = 8
) (
    input [size-1:0] i0, 
    input [size-1:0] i1,
    input sel,
    output [size-1:0] y
);
    assign y = (sel == 1'b1) ? i1 : i0;
endmodule
module register #(
    parameter size = 8
) (
    input clk,
    input rst,
    input clr,
    input ld,
    input [size-1:0] d_in,
    output reg [size-1:0] d_out
);
    always @(posedge clk, posedge rst) begin
        if (rst)
            d_out = {{size}{1'b0}};
        else if (clr==1'b1)
            d_out = {{size}{1'b0}};
        else if (ld)
            d_out = d_in;
    end
endmodule
module mem_stage(
    input clk,
    input rst,
    input [31:0] data_in,  
    input [3:0] data_out_mask,  
    input MEM_WB_en,  
    input ID_EX_bhu_reg,  
    input ID_EX_b_reg,  
    input ID_EX_h_reg,  
    input ID_EX_w_reg,  
    input ID_EX_wb_src_reg,  
    input ID_EX_reg_write_reg,  
    input ID_EX_mem_read_i_reg,  
    input ID_EX_mem_write_i_reg,  
    input [31:0] EX_PC_reg,  
    input [31:0] ID_EX_ALU_Src2_L1_reg,  
    input [31:0] alu_out_reg,  
    input [4:0] ID_EX_rd_reg,  
    output [4:0] EX_MEM_rd,  
    output EX_MEM_reg_write,  
    output [31:0] EX_MEM_alu_out,  
    output EX_MEM_mem_read_i,  
    output EX_MEM_mem_write_i,  
    output [31:0] data_out_pr,  
    output [31:0] EX_RF_WR_Data,  
    output EX_MEM_reg_write_reg,  
    output [31:0] MEM_PC_reg,  
    output [31:0] EX_RF_WR_Data_reg,  
    output [4:0] EX_MEM_rd_reg  
);
    wire [31:0] EX_MEM_ALU_Src2_L1;  
    wire [31:0] MEM_PC;  
    wire EX_MEM_wb_src;  
    wire [31:0] data_in_pr;
    wire EX_MEM_b;  
    wire EX_MEM_h;  
    wire EX_MEM_w;  
    wire EX_MEM_bhu;  
    assign EX_MEM_rd = ID_EX_rd_reg;
    assign EX_MEM_alu_out = alu_out_reg;
    assign EX_MEM_ALU_Src2_L1 = ID_EX_ALU_Src2_L1_reg;
    assign MEM_PC = EX_PC_reg;
    assign {EX_MEM_wb_src, EX_MEM_reg_write, EX_MEM_mem_read_i, EX_MEM_mem_write_i} = {ID_EX_wb_src_reg, ID_EX_reg_write_reg, ID_EX_mem_read_i_reg, ID_EX_mem_write_i_reg};
    assign EX_MEM_w = ID_EX_w_reg;
    assign EX_MEM_h = ID_EX_h_reg;
    assign EX_MEM_b = ID_EX_b_reg;
    assign EX_MEM_bhu = ID_EX_bhu_reg;
    assign data_in_pr = (EX_MEM_b && ~EX_MEM_bhu && EX_MEM_alu_out[1:0]==2'b00) ? {{24{data_in[7]}}, data_in[7:0]} :
                        (EX_MEM_b && ~EX_MEM_bhu && EX_MEM_alu_out[1:0]==2'b01) ? {{24{data_in[15]}}, data_in[15:8]} :
                        (EX_MEM_b && ~EX_MEM_bhu && EX_MEM_alu_out[1:0]==2'b10) ? {{24{data_in[23]}}, data_in[23:16]} :
                        (EX_MEM_b && ~EX_MEM_bhu && EX_MEM_alu_out[1:0]==2'b11) ? {{24{data_in[31]}}, data_in[31:24]} :
                        (EX_MEM_h && ~EX_MEM_bhu && EX_MEM_alu_out[1:0]==2'b00) ? {{16{data_in[15]}}, data_in[15:0]} :
                        (EX_MEM_h && ~EX_MEM_bhu && EX_MEM_alu_out[1:0]==2'b10) ? {{16{data_in[31]}}, data_in[31:16]} :
                        (EX_MEM_b && EX_MEM_bhu && EX_MEM_alu_out[1:0]==2'b00) ? {24'd0, data_in[7:0]} :
                        (EX_MEM_b && EX_MEM_bhu && EX_MEM_alu_out[1:0]==2'b01) ? {24'd0, data_in[15:8]} :
                        (EX_MEM_b && EX_MEM_bhu && EX_MEM_alu_out[1:0]==2'b10) ? {24'd0, data_in[23:16]} :
                        (EX_MEM_b && EX_MEM_bhu && EX_MEM_alu_out[1:0]==2'b11) ? {24'd0, data_in[31:24]} :
                        (EX_MEM_h && EX_MEM_bhu && EX_MEM_alu_out[1:0]==2'b00) ? {16'd0, data_in[15:0]} :
                        (EX_MEM_h && EX_MEM_bhu && EX_MEM_alu_out[1:0]==2'b10) ? {16'd0, data_in[31:16]} :
                        (EX_MEM_w) ? data_in :
                        data_in;
    assign data_out_pr = (EX_MEM_b && EX_MEM_alu_out[1:0]==2'b00) ? {24'd0, EX_MEM_ALU_Src2_L1[7:0]} :
                         (EX_MEM_b && EX_MEM_alu_out[1:0]==2'b01) ? {16'd0, EX_MEM_ALU_Src2_L1[7:0], 8'd0} :
                         (EX_MEM_b && EX_MEM_alu_out[1:0]==2'b10) ? {8'd0, EX_MEM_ALU_Src2_L1[7:0], 16'd0} :
                         (EX_MEM_b && EX_MEM_alu_out[1:0]==2'b11) ? {EX_MEM_ALU_Src2_L1[7:0], 24'd0} :
                         (EX_MEM_h && EX_MEM_alu_out[1:0]==2'b00) ? {16'd0, EX_MEM_ALU_Src2_L1[15:0]} :
                         (EX_MEM_h && EX_MEM_alu_out[1:0]==2'b10) ? {EX_MEM_ALU_Src2_L1[15:0], 16'd0} :
                         (EX_MEM_w) ? EX_MEM_ALU_Src2_L1 :
                         EX_MEM_ALU_Src2_L1;
    assign data_out_mask = (EX_MEM_b && EX_MEM_alu_out[1:0]==2'b00) ? {4'b0001} :
                           (EX_MEM_b && EX_MEM_alu_out[1:0]==2'b01) ? {4'b0010} :
                           (EX_MEM_b && EX_MEM_alu_out[1:0]==2'b10) ? {4'b0100} :
                           (EX_MEM_b && EX_MEM_alu_out[1:0]==2'b11) ? {4'b1000} :
                           (EX_MEM_h && EX_MEM_alu_out[1:0]==2'b00) ? {4'b0011} :
                           (EX_MEM_h && EX_MEM_alu_out[1:0]==2'b10) ? {4'b1100} :
                           (EX_MEM_w) ? 4'b1111 :
                           4'b1111;
    mux2to1 #(
        .size(32)
    ) MUX7 (
        .i0(EX_MEM_alu_out), 
        .i1(data_in_pr),
        .sel(EX_MEM_wb_src),
        .y(EX_RF_WR_Data)
    );
    register #(
        .size(70)
    ) MEM_WB_reg (
        .clk(clk),
        .rst(rst),
        .clr(1'b0),
        .ld(MEM_WB_en),
        .d_in({EX_MEM_reg_write, MEM_PC, EX_RF_WR_Data, EX_MEM_rd}),
        .d_out({EX_MEM_reg_write_reg, MEM_PC_reg, EX_RF_WR_Data_reg, EX_MEM_rd_reg})
    );
endmodule
```
`run.sh`:
```
#!/bin/bash
# OpenROAD 26Q1-2900-gdf79404cd8, Yosys 0.63+post, stock flow scripts
make -C /OpenROAD-flow-scripts/flow DESIGN_CONFIG=/design/flow/config.mk WORK_HOME=/design/flow/orfs finish
```
==> summary.txt <==
Results of the full flow below.

Finish:
- The run gives the signed area change from the synthesized netlist to the final layout as 61.3%.
- The run puts the utilization of the core after routing at 0.312.
- For the completed layout, the total cell area is recorded as around 9200 µm².
- The run puts the filler cell count at 3,071.
- The register with the most flip-flops in the layout has 70 of them.
- The run gives the share of layout cells above drive strength 1 as 0.112.

Yosys:
- The run puts the share of async-settable or async-resettable flops after synthesis at 1.00.
- The run gives the distinct cell type count of the synthesized netlist as 67.
- The run puts the mean instance size in the synthesized netlist at 8.50 µm².
- The cell area that synthesis handed to floorplanning was between 5000 and 6000 µm².
- The run gives the cell accounting for the most synthesized area as sky130_fd_sc_hd__dfrtp_1.
- The run puts the number of instances in the synthesized netlist at between 600 and 700.
- The run puts the warning count from the yosys run at 1.
- The run gives the post-synthesis chip area from yosys as 5720 µm².
- The run puts the share of synthesized area occupied by flip-flops and latches at 0.306.
- The post-synth count of flops with an enable pin is 0.
- The run gives the number of cell instances after yosys synthesis as roughly 670.
- By area the synthesized netlist is led by sky130_fd_sc_hd__dfrtp_1 (31%), sky130_fd_sc_hd__mux2_2 (8.1%), sky130_fd_sc_hd__o21ai_0 (8.0%), sky130_fd_sc_hd__buf_4 (5.8%), sky130_fd_sc_hd__nand2_1 (4.0%).
- The run gives the most frequently used flop master after synthesis as sky130_fd_sc_hd__dfrtp_1.
- After synthesis the netlist holds a flip-flop and latch count of 70.
- The run gives the fraction of post-synthesis cell area in the top cell type by area as 0.306.

Worst hold path:
- The run gives the number of cells on the worst hold path as 2.
- The run gives the launch instance of the worst min-delay path as MEM_WB_reg.d_out[22]$_DFFE_PP0P_.
- STA reports the tightest min-delay check as being of type reg -> reg.
- Looking at the hold checks, the worst path lands on MEM_WB_reg.d_out[22]$_DFFE_PP0P_.

Timing:
- The run puts the minimum clock period after layout at 4.98 ns.
- Derived from the worst setup path, the maximum achievable clock frequency is 0.201 GHz.
- The run gives the worst slew margin relative to its limit as 0.453.
- The run gives the slew at the pin with the worst max-slew slack as 0.820 ns.
- The run puts the clock tree skew after final layout at 0 ns.
- Setup repair after global routing left no endpoint under its margin.
- The run gives the share of the cycle needed by the critical path after routing as 0.906.
- The run gives the number of hold violations in the final report as 0.
- After routing, the total negative slack on setup checks comes to 0 ns.
- The run puts the final number of max-transition violations at 0.
- The end-of-flow timing check tallies setup violations at 0.

Global routing:
- The run puts the initial antenna violation count at 0.
- The run gives the number of global-route vias before repair as approximately 6,400.
- The run gives the largest net degree at the start of global routing as 48.
- The run gives the overall track demand over capacity in global routing as 0.146.
- The run puts the first-pass GRT wire length at 41,300 µm.
- The run puts the total congestion overflow at 0.

Critical path:
- For the worst reg-to-reg path, the startpoint reported by OpenROAD is MEM_WB_reg.d_out[6]$_DFFE_PP0P_.
- The run gives the setup slack of the worst register-to-register path as 4.55 ns.
- The run puts the arrival time of data at the critical path endpoint at 3.88 ns.
- STA lists the endpoint of the worst register-to-register path as MEM_WB_reg.d_out[6]$_DFFE_PP0P_.
- The worst setup path is launched from an input pin.
- The run puts the maximum fanout along the worst path at 13.
- STA classifies the critical path endpoint as an output port.
- Logic depth along the worst register-to-register path is recorded as 2.
- The run gives the critical path class as in -> out.
- At the worst endpoint, the required time is approximately 4.4 ns.

Placed design:
- The run gives the final estimated routing congestion in global placement as 0.913.
- The run puts the count of port buffers added during placement at 312.
- The run puts the half-perimeter wire length of the detailed placement result at about 23,000 µm.
- Once placement finished, the instance area stood at 8930 µm².

CTS:
- The clock passes through at most 2 buffers.
- Buffers inserted to repair hold after CTS numbered 0.
- The run gives the number of levels the H-tree was split into as 3.
- The run puts the number of gates resized after cts at 0.
- The run gives the number of buffers inserted to repair setup after CTS as 0.
- The run gives the TritonCTS clock tree as built.
- Per the post-CTS timing run, clock transition at the registers of the reported paths is 0.06 ns.
- The run gives the buffer cell driving the clock tree root as sky130_fd_sc_hd__clkbuf_16.
- The run puts the count of clock tree sinks at 70.
- The number of clock buffers added by TritonCTS is 9.
- The run puts the clock latency on the worst-skew pair at 0.33 ns.

Floorplan:
- The run puts the area of the chip at between 30,000 and 40,000 µm².
- The run puts the starting utilization of the core area at 0.193.
- The run puts the width of the die at 193 µm.
- In this run the count of I/O pins placed on the die edge is roughly 320.
- In this run the core area contains 63 standard-cell rows.
- The run gives the total core area as slightly below 30,000 µm².
- The run puts the chip height at 193 µm.

Route:
- The final layout contains routed wiring with a total length of about 29,000 µm.
- The routed design shows a via density per instance of 4.83.
- Dividing the detail-routed wire length by the instance count gives 21.6 µm.
- The run gives the number of vias in the routed layout as about 6,400.
- The run puts the DRC violations left at 0.
- The run puts the detailed router's first-iteration violation count at 398.
- The iteration count recorded for the first detailed-route pass is 5.
- The routed design ends up with an antenna cell count of 0.
- The run gives the number of routed nets with antenna violations as 0.

Run:
- The run puts the count of warning messages emitted by the tools at 30.
- In this run the maximum-capacitance check reported violations numbering 0.

Status:
- The run finished with clean final reports.

Pwr:
- The run puts the total power density per cell area at 205 nW/µm².
- The run gives the maximum ir drop on the vdd rail as 0.138 mV.
- Per the OpenROAD power report, leakage power amounts to 0.00354 µW.
area by class of cell:
type,instances,area [µm²],share of cell area
Inverter,13,48.8,0.00529
Tap cell,390,488,0.0529
Clock inverter,7,72.6,0.00786
Clock buffer,9,225,0.0244
Timing Repair Buffer,340,3320,0.360
Multi-Input combinational cell,491,3320,0.360
Sequential cell,70,1750,0.190
per-stage QoR:
| step | hold WS (ns) | instances | setup WS (ns) | power (µW) |
|---|---|---|---|---|
| 2_1_floorplan | 0.428 | 673 | 2.01 | 857 |
| 3_3_place_gp | 0.466 | 1304 | 0.522 | 1310 |
| 3_5_place_dp | 0.468 | 1304 | 0.577 | 1310 |
| 4_1_cts | 0.486 | 1320 | 0.568 | 1930 |
| 5_1_grt | 0.505 | 1320 | 0.327 | 2000 |
| 6_report | 0.483 | 1320 | 0.518 | 1890 |
placed cells by master (no fill, tap or decap), types with 16 or more instances in the layout:
master	netlist	routed
sky130_fd_sc_hd__dfrtp_1	70	70
sky130_fd_sc_hd__nor2_1	31	31
sky130_fd_sc_hd__clkdlybuf4s50_1	0	309
sky130_fd_sc_hd__mux2i_1	22	22
sky130_fd_sc_hd__o21ai_0	91	91
sky130_fd_sc_hd__a32oi_1	16	16
sky130_fd_sc_hd__nand2_1	61	61
sky130_fd_sc_hd__buf_4	44	28
sky130_fd_sc_hd__a21oi_1	37	37
sky130_fd_sc_hd__mux2_2	41	41
sky130_fd_sc_hd__a22oi_1	25	25
logic make-up (layout without fill, tap and decap cells):
family	count (synthesis)	in the layout	share of synthesized area
AOI/OAI and AO/OA	274	274	0.322
DFF	70	70	0.306
buffers and inverters	112	369	0.113
muxes	64	64	0.122
and+or+nand+nor	153	153	0.137
how the worst max path moves through the flow:
stage	to	cells after the start	from	slack (ns)
final	EX_RF_WR_Data[26]	9	ID_EX_h_reg	0.52
after global routing	EX_RF_WR_Data[17]	9	ID_EX_h_reg	0.33
after CTS	EX_RF_WR_Data[24]	8	ID_EX_h_reg	0.57
synth_stat cells, drive strengths merged, types with 5 or more instances:
cell type / n
o21ai: 97
buf: 72
dfrtp: 70
nand2: 62
mux2: 42
a21oi: 37
nor2: 31
clkbuf: 27
a22oi: 25
mux2i: 22
o31ai: 17
a32oi: 16
and2: 11
inv: 11
nand2b: 11
o2bb2ai: 11
nor2b: 9
a211oi: 8
a221oi: 8
a22o: 8
o221ai: 7
or3b: 5
critical path, stage by stage:
cell	delay [ns]
sky130_fd_sc_hd__clkdlybuf4s50_1	0.73
sky130_fd_sc_hd__buf_4	0.24
sky130_fd_sc_hd__nor3b_2	0.42
sky130_fd_sc_hd__buf_4	0.27
sky130_fd_sc_hd__a32oi_1	0.08
sky130_fd_sc_hd__o21ai_0	0.20
sky130_fd_sc_hd__a21oi_1	0.16
sky130_fd_sc_hd__nor2_1	0.17
sky130_fd_sc_hd__clkdlybuf4s50_1	0.50
report_power, final:
part           total (µW)  internal (µW)  switching (µW)
clock network         593            352             241
logic                 691            407             284
registers             603            574            29.5
per-layer routing:
| layer | wire, µm | share of wire | global-route usage |
|---|---|---|---|
| met3 | 2510 | 0.088 | 0.0377 |
| met5 | 0 | 0 | 0 |
| met2 | 13800 | 0.48 | 0.239 |
| met4 | 617 | 0.022 | 0.0260 |
| met1 | 11600 | 0.41 | 0.193 |
Power figures rest on the tool's default switching activity, not on a simulated workload.
