==> design.v <==
module alu #(
    parameter size=32
) (
    input [size-1:0] a, 
    input [size-1:0] b,
    input [3:0] ctrl,
    output [size-1:0] y,
    output zero
);
    wire [32:0] res;
    wire [32:0] opA;
    wire [32:0] opB;
    wire [63:0] opSRA;
    wire ov;
    assign res = opA + opB;
    assign ov = (opA[32] & opB[32] & (~res[32])) | ((~opA[32]) & (~opB[32]) & res[32]);
    assign y = (ctrl == 4'b0000) ? (32'd0) :
               (ctrl == 4'b0001) ? (res[31:0]) :
               (ctrl == 4'b0010) ? (res[31:0]) :
               (ctrl == 4'b0011) ? b :
               (ctrl == 4'b0100) ? (res[32]) :
               (ctrl == 4'b0101) ? (res[32]) :
               (ctrl == 4'b0110) ? (a ^ b) :
               (ctrl == 4'b0111) ? (a | b) :
               (ctrl == 4'b1000) ? (a & b) :
               (ctrl == 4'b1001) ? a << b[4:0] :
               (ctrl == 4'b1010) ? a >> b[4:0] :
               (ctrl == 4'b1011) ? opSRA[31:0] :
               33'd0;
    assign opA = (ctrl == 4'b0000) ? 33'b0 :
                 (ctrl == 4'b0001) ? {a[31], a} :
                 (ctrl == 4'b0010) ? {a[31], a} :
                 (ctrl == 4'b0011) ? 33'b0 :
                 (ctrl == 4'b0100) ? {a[31], a} :
                 (ctrl == 4'b0101) ? {1'b0, a} :
                 33'd0;
    assign opB = (ctrl == 4'b0000) ? 33'b0 :
                 (ctrl == 4'b0001) ? {b[31], b} :
                 (ctrl == 4'b0010) ? (~{b[31], b} + 1'b1):
                 (ctrl == 4'b0011) ? 33'b0 :
                 (ctrl == 4'b0100) ? (~{b[31], b} + 1'b1):
                 (ctrl == 4'b0101) ? (~{1'b0, b} + 1'b1):
                 33'd0;
    assign opSRA = (ctrl == 4'b1011) ? ({{32{a[31]}},a} >> b[4:0]) : 64'b0;
    assign zero = (y == 32'd0) ? 1'b1 : 1'b0;
endmodule
module register #(
    parameter size = 8
) (
    input clk,
    input rst,
    input clr,
    input ld,
    input [size-1:0] d_in,
    output reg [size-1:0] d_out
);
    always @(posedge clk, posedge rst) begin
        if (rst)
            d_out = {{size}{1'b0}};
        else if (clr==1'b1)
            d_out = {{size}{1'b0}};
        else if (ld)
            d_out = d_in;
    end
endmodule
module execute_stage (
    input clk,
    input rst,
    input EX_MEM_en,  
    input bhu_reg,  
    input b_reg,  
    input h_reg,  
    input w_reg,  
    input [7:0] control_signals_nop_reg,  
    input [31:0] ID_PC_reg,  
    input [31:0] ID_ALU_Src2_L1_reg,  
    input [4:0] ID_rf_rd_reg,  
    input [31:0] ID_ALU_Src2_reg,  
    input [31:0] ID_ALU_Src1_reg,  
    output [4:0] ID_EX_rd_hu,  
    output mem_read_hu,  
    output [4:0] ID_EX_rd,  
    output ID_EX_reg_write,  
    output [31:0] alu_out,  
    output ID_EX_bhu_reg,  
    output ID_EX_b_reg,  
    output ID_EX_h_reg,  
    output ID_EX_w_reg,  
    output ID_EX_wb_src_reg,  
    output ID_EX_reg_write_reg,  
    output ID_EX_mem_read_i_reg,  
    output ID_EX_mem_write_i_reg,  
    output [31:0] EX_PC_reg,  
    output [31:0] ID_EX_ALU_Src2_L1_reg,  
    output [31:0] alu_out_reg,  
    output [4:0] ID_EX_rd_reg  
);
    wire [31:0] EX_PC;  
    wire [31:0] ALU_OP1;  
    wire [31:0] ALU_OP2;  
    wire [3:0] ID_EX_alu_operation;  
    wire ID_EX_wb_src;  
    wire ID_EX_mem_read_i;  
    wire ID_EX_mem_write_i;  
    wire zero;  
    wire [31:0] ID_EX_ALU_Src2_L1;  
    wire ID_EX_b;  
    wire ID_EX_h;  
    wire ID_EX_w;  
    wire ID_EX_bhu;  
    assign EX_PC = ID_PC_reg;
    assign ID_EX_ALU_Src2_L1 = ID_ALU_Src2_L1_reg;
    assign ID_EX_rd = ID_rf_rd_reg;
    assign ALU_OP1 = ID_ALU_Src1_reg;
    assign ALU_OP2 = ID_ALU_Src2_reg;
    assign {ID_EX_alu_operation, ID_EX_wb_src, ID_EX_reg_write, ID_EX_mem_read_i, ID_EX_mem_write_i} = control_signals_nop_reg;
    assign ID_EX_w = w_reg;
    assign ID_EX_h = h_reg;
    assign ID_EX_b = b_reg;
    assign ID_EX_bhu = bhu_reg;
    assign ID_EX_rd_hu = ID_EX_rd;
    assign mem_read_hu = ID_EX_mem_read_i;
    alu #(
        .size(32)
    ) ALU (
        .a(ALU_OP1), 
        .b(ALU_OP2),
        .ctrl(ID_EX_alu_operation),
        .y(alu_out),
        .zero(zero)
    ); 
    register #(
        .size(109)
    ) EX_MEM_reg (
        .clk(clk),
        .rst(rst),
        .clr(1'b0),
        .ld(EX_MEM_en),
        .d_in({ID_EX_bhu, ID_EX_b, ID_EX_h, ID_EX_w, ID_EX_wb_src, ID_EX_reg_write, ID_EX_mem_read_i, ID_EX_mem_write_i, EX_PC, ID_EX_ALU_Src2_L1, alu_out, ID_EX_rd}),
        .d_out({ID_EX_bhu_reg, ID_EX_b_reg, ID_EX_h_reg, ID_EX_w_reg, ID_EX_wb_src_reg, ID_EX_reg_write_reg, ID_EX_mem_read_i_reg, ID_EX_mem_write_i_reg, EX_PC_reg, ID_EX_ALU_Src2_L1_reg, alu_out_reg, ID_EX_rd_reg})
    );
endmodule
==> run.sh <==
#!/bin/bash
# OpenROAD 26Q1-2900-gdf79404cd8, Yosys 0.63+post, stock flow scripts
make -C /OpenROAD-flow-scripts/flow DESIGN_CONFIG=/design/flow/config.mk WORK_HOME=/design/flow/orfs finish
==> config.mk <==
export PLATFORM = sky130hd
export DESIGN_NAME = execute_stage
export DESIGN_NICKNAME = execute_stage
export VERILOG_FILES = /design/flow/design.v
export SDC_FILE = /design/flow/constraint.sdc
export NUM_CORES = 4
export LEC_CHECK = 1
export CORE_UTILIZATION = 50
==> constraint.sdc <==
current_design execute_stage

set clk_period 14.2
set clk_io_pct 0.2

create_clock -name clk0 -period $clk_period [get_ports {clk}]

set non_clock_inputs [all_inputs -no_clocks]
set_input_delay [expr $clk_period * $clk_io_pct] -clock clk0 $non_clock_inputs
set_output_delay [expr $clk_period * $clk_io_pct] -clock clk0 [all_outputs]
==> Flow_metrics.wiki <==
== Implementation results ==
{| class="wikitable"
! Metric !! Value
|-
| Post-route worst setup slack || 3.08 ns
|-
| Post-detail-place hpwl || 42100 um
|-
| Sum of overflow across all layers after global routing || 0
|-
| Number of synthesized register bits || 109
|-
| Global routing usage summed across all routing layers || 42.7%
|-
| Antenna violations before repair || 1
|-
| Number of sinks driven by the clock tree || 109
|-
| Number of flip-flops under the largest register name || 109
|-
| Worst slew margin relative to its limit || 40.1%
|-
| Cells in synth_stat.txt || 1499
|-
| Drt initial violations || 1545
|-
| Run status || complete, no violations
|-
| Fraction of layout cells with a size suffix above 1 || 13.3%
|-
| Min cycle time layout || 11.12 ns
|-
| Pin count of the biggest net entering global routing || 67
|-
| Number of global-route vias before repair || 12878
|-
| Clock tree buffer depth || 2
|-
| Reported leakage power || 6.87 nW
|-
| Chip Footprint || 26400 um^2
|-
| Critical path's slowest cell || sky130_fd_sc_hd__nor2_1
|-
| Hold WC Path Type || reg2reg
|-
| Synth warnings || 1
|-
| Core outline area || 25200 um^2
|-
| Max-cap violations || 0
|-
| Wire length of the first global-routing pass || 80800 um
|-
| Horiz. Die Dim || 162 um
|-
| WP data required || 11.36 ns
|-
| Final cycle utilization of the critical path || 78.3%
|-
| Drt first pass iters || 9
|-
| Asr flop ratio synth || 100%
|-
| Remaining DRCs || 0
|-
| Number of warnings in the stage logs || 59
|-
| Clock transition at the registers of the reported paths || 0.07 ns
|-
| Highest fanout seen on the critical path || 53
|-
| Number of buffers added by the clock tree synthesis step || 9
|-
| Instance tally after logic synthesis || 1499
|-
| Cell area after synthesis || 12900 um^2
|-
| Post-placement setup slack || 3.21 ns
|-
| Dominant register cell || sky130_fd_sc_hd__dfrtp_1
|-
| FMAX || 89.9 MHz
|-
| Vertical die size || 162 um
|-
| Max-slew violations || 0
|-
| Number of different library cells in the post-synthesis netlist || 78
|-
| Clock network latency to the later pin of the worst-skew pair || 0.35 ns
|-
| Worst path arrival time || 8.28 ns
|-
| Number of setup violations in the final report || 0
|-
| Delay of the slowest cell on the worst path || 0.58 ns
|-
| Area growth syn-to-layout || 25.7%
|-
| Total power divided by cell area || 68.8 nW/um^2
|-
| Accumulated negative setup slack || 0 ns
|-
| Chip area in the Yosys report || 12900 um^2
|-
| Site Rows || 58
|-
| Buffers inserted during post-CTS setup optimization || 0
|-
| Post-synth EDFFs || 0
|-
| Crit end category || output pin
|-
| Via count normalized by instance count || 6.59
|-
| Startpoint-to-endpoint class of the critical path || in2out
|-
| Mean cell area of the mapped netlist || 8.59 um^2
|-
| Top logic cells by instance count in the layout || sky130_fd_sc_hd__clkdlybuf4s50_1 (295), sky130_fd_sc_hd__nor2_1 (185), sky130_fd_sc_hd__dfrtp_1 (109)
|-
| RSZ-0062 raised after global routing || false
|-
| Number of hold buffers added after cts || 0
|-
| Routed wire length || 54300 um
|-
| Transition time at the pin with the least slew margin || 0.899 ns
|-
| CTS H-Tree Depth || 3
|-
| Final ANT Viol Nets || 0
|-
| Number of hold-slack violations in the final timing report || 0
|-
| Pre-Place Util || 51.1%
|-
| Clock Skews || 0 ns
|-
| Post-cts gate resize count || 0
|-
| CTS tree || yes
|-
| CTS Root Buffer Type || sky130_fd_sc_hd__clkbuf_16
|-
| Via count || 13553
|-
| Dominant logic cell type in the layout || sky130_fd_sc_hd__clkdlybuf4s50_1
|-
| Count of pins on the block boundary || 301
|-
| WP buf/inv || 3
|-
| Number of buffer cells added on primary ports || 300
|-
| Drt wl/cell || 26.4 um
|-
| Cells along the critical path || buf_2 -> buf_4 -> nor2_1 -> nand2_1 -> or4_1 -> nand2b_1 -> o41ai_1 -> xnor2_1 -> nor2_1 -> ha_1 -> nand2_1 -> a21bo_2 -> a31oi_1 -> o21ai_0 -> o31ai_1 -> a31oi_1 -> xnor2_1 -> o211ai_1 -> clkdlybuf4s50_1
|-
| GP Congestion || 1.08
|-
| Startpoint Class || input pin
|-
| Cell class contributing the biggest share of worst-path delay || AND-OR/OR-AND gates
|-
| VDD IR max || 0.0595 mV
|-
| Sequential area share after synthesis || 21.2%
|}
## power by group
| part | internal [mW] | switching [mW] |
|---|---|---|
| registers | 0.345 | 0.0188 |
| logic | 0.244 | 0.242 |
| clock network | 0.129 | 0.134 |
| total | 0.718 | 0.395 |
## metrics by stage
step	power, mW	utilization, %	hold WS [ns]	std cells	instance area (um^2)
floorplan	0.602	-	0.448	1499	12900
global placement	0.833	63.0	0.487	2039	15900
detailed placement	0.842	63.0	0.495	2039	15900
CTS	1.11	64.2	0.512	2055	16200
global route	1.16	64.2	0.520	2055	16200
finish	1.11	64.2	0.506	2056	16200
## worst paths after layout
path / start / endpoint / slack, ns / cells after the start
min in group asynchronous: rst / EX_MEM_reg.d_out[43] / 2.92 / 2
hold / removal: EX_MEM_reg.d_out[9] / EX_MEM_reg.d_out[9] / 0.51 / 1
setup / recovery: ID_ALU_Src2_reg[2] / alu_out[29] / 3.08 / 19
max in group asynchronous: rst / EX_MEM_reg.d_out[21] / 10.09 / 3
hold reg to reg: EX_MEM_reg.d_out[9] / EX_MEM_reg.d_out[9] / 0.51 / 1
setup reg to reg: EX_MEM_reg.d_out[81] / EX_MEM_reg.d_out[81] / 13.39 / 1
## cell families (layout without fill, tap and decap cells)
kind of cell | after synthesis | count (layout) | share of synthesized area, %
AND-OR/OR-AND | 426 | 426 | 21.8
AND/OR/NAND/NOR | 415 | 415 | 14.1
multiplexers | 199 | 199 | 22.4
buffers and inverters | 197 | 423 | 7.15
flip-flops | 109 | 109 | 21.2
adder cells (fa/ha/maj) | 102 | 102 | 9.92
XOR/XNOR | 51 | 51 | 3.47
other | 0 | 1 | 0
## cell type report
| cell class | instances | area [um^2] |
|---|---|---|
| multi-input cells | 1193 | 9240 |
| inverters | 79 | 299 |
| flip-flops and latches | 109 | 2730 |
| clock inverters | 6 | 63.8 |
| fillers | 2085 | 9000 |
| clock buffers | 10 | 239 |
| repair buffers | 328 | 3190 |
| diodes | 1 | 2.50 |
| well taps | 330 | 413 |
## per-layer routing
layer,part of all wire (%),vias up,global-route usage (%)
li1,-,5999,-
met1,38,6351,57.5
met2,44,1007,62.2
met3,13,192,15.9
met4,5.2,4,18.9
met5,0.15,-,2.46
## Yosys cell counts (all sizes together), types with 10 or more instances
cell    instances  area [um^2]
o22ai          14         87.6
a21oi          99          495
xor2           14          123
a221oi         12          105
clkbuf         52          195
nand3          21          105
o221ai         15          144
a22oi          12         90.1
o211ai         22          165
a31oi          22          138
nand2b         12         75.1
o21ai         104          521
nor2          186          698
dfrtp         109         2730
nor3           35          175
a211oi         18          135
inv            79          297
mux2          109         1230
mux2i          32          320
ha             98         1230
or3            10         62.6
a21o           18          135
buf            65          419
nand2         108          405
mux4           58         1330
xnor2          37          324
Power figures rest on the tool's default switching activity, not on a simulated workload.
