### config.mk
export PLATFORM = sky130hd
export DESIGN_NAME = decode_stage
export DESIGN_NICKNAME = decode_stage
export VERILOG_FILES = /design/flow/design.v
export SDC_FILE = /design/flow/constraint.sdc
export NUM_CORES = 4
export LEC_CHECK = 1
export CORE_UTILIZATION = 30
### constraint.sdc
current_design decode_stage

set clk_period 22.4
set clk_io_pct 0.2

create_clock -name clk0 -period $clk_period [get_ports {clk}]

set non_clock_inputs [all_inputs -no_clocks]
set_input_delay [expr $clk_period * $clk_io_pct] -clock clk0 $non_clock_inputs
set_output_delay [expr $clk_period * $clk_io_pct] -clock clk0 [all_outputs]
### design.v
module adder #(
    parameter size = 8
) (
    input [size-1:0] a,
    input [size-1:0] b,
    input cin,
    output cout,
    output [size-1:0] sum
);
    assign {cout, sum} = a + b + cin;
endmodule
module imm_gen (
    input [11:0] imm_itype,
    input [19:0] imm_jtype,
    input [11:0] imm_stype,
    input [11:0] imm_btype,
    input [19:0] imm_utype,
    input [4:0] shamt,
    input [4:0] rs1,
    input [2:0] typ,
    output [31:0] d_out
);
    assign d_out = (typ == 3'b001) ? {{20{imm_itype[11]}}, imm_itype} :
                   (typ == 3'b010) ? {{20{imm_stype[11]}}, imm_stype} :
                   (typ == 3'b011) ? {{19{imm_btype[11]}}, imm_btype, 1'b0} :
                   (typ == 3'b100) ? {imm_utype, {12'd0}} :
                   (typ == 3'b101) ? {{11{imm_jtype[19]}}, imm_jtype, 1'b0} :
                   (typ == 3'b110) ? {27'd0, shamt} :
                   (typ == 3'b111) ? {27'd0, rs1} :
                   32'd0;
endmodule
module mux2to1 #(
    parameter size = 8
) (
    input [size-1:0] i0, 
    input [size-1:0] i1,
    input sel,
    output [size-1:0] y
);
    assign y = (sel == 1'b1) ? i1 : i0;
endmodule
module mux4to1 #(
    parameter size = 8
) (
    input [size-1:0] i0, 
    input [size-1:0] i1,
    input [size-1:0] i2,
    input [size-1:0] i3,
    input [1:0] sel,
    output [size-1:0] y
);
    assign y = (sel == 2'b00) ? i0 :
               (sel == 2'b01) ? i1 :
               (sel == 2'b10) ? i2 :
               i3;
endmodule
module reg_file (
    input clk,
    input rst,
    input reg_write,  
    input [4:0] rd_reg1, 
    input [4:0] rd_reg2, 
    input [4:0] wr_reg,
    input [31:0] wr_data,
    output [31:0] rd_data1, 
    output [31:0] rd_data2  
);
    reg [31:0] register_file [0:31];
    integer i;
    assign rd_data1 = register_file[rd_reg1];
    assign rd_data2 = register_file[rd_reg2];    
    always @(negedge clk, posedge rst)begin
        if (rst == 1'b1)
            for (i=0; i<32; i=i+1 )
                register_file[i] <= 32'd0;
        else if (reg_write == 1'b1)
            if(wr_reg != 5'd0)begin
                register_file[wr_reg] <= wr_data;
            end
    end
endmodule
module register #(
    parameter size = 8
) (
    input clk,
    input rst,
    input clr,
    input ld,
    input [size-1:0] d_in,
    output reg [size-1:0] d_out
);
    always @(posedge clk, posedge rst) begin
        if (rst)
            d_out = {{size}{1'b0}};
        else if (clr==1'b1)
            d_out = {{size}{1'b0}};
        else if (ld)
            d_out = d_in;
    end
endmodule
module decode_stage (
    input clk,
    input rst,
    input [2:0] imm_typ,  
    input jal_jalr,  
    input ensh2,  
    input set0,  
    input mem_write_i,  
    input mem_read_i,  
    input reg_write,  
    input wb_src,  
    input [3:0] alu_operation,  
    input NOP,  
    input [1:0] forwardSrc1,  
    input [1:0] forwardSrc2,  
    input alu_src1,  
    input [1:0] alu_src2,  
    input sgn_unsgn,  
    input ID_EX_en,  
    input bhu,  
    input b,  
    input h,  
    input w,  
    input [31:0] inst_reg,  
    input [31:0] IF_PC_Out_reg,  
    input [31:0] EX_RF_WR_Data,  
    input [31:0] alu_out,  
    input MEM_WB_reg_write,  
    input [4:0] MEM_WB_rd,  
    input [31:0] RF_WR_Data,  
    output [2:0] func3,  
    output [6:0] func7,  
    output [6:0] opcode,  
    output [4:0] ID_Src1_hu,  
    output [4:0] ID_Src2_hu,  
    output gt,  
    output lt,  
    output eq,  
    output [31:0] jump_address,  
    output bhu_reg, 
    output b_reg, 
    output h_reg, 
    output w_reg, 
    output [7:0] control_signals_nop_reg, 
    output [31:0] ID_PC_reg,  
    output [31:0] ID_ALU_Src2_L1_reg, 
    output [4:0] ID_rf_rd_reg, 
    output [31:0] ID_ALU_Src2_reg, 
    output [31:0] ID_ALU_Src1_reg
);
    wire [31:0] ID_PC;  
    wire [4:0] shamt;  
    wire [11:0] imm_itype;  
    wire [19:0] imm_jtype;  
    wire [11:0] imm_stype;  
    wire [11:0] imm_btype;  
    wire [19:0] imm_utype;  
    wire [4:0] ID_rf_src2;  
    wire [4:0] ID_rf_src1;  
    wire [4:0] ID_rf_rd;  
    wire [31:0] RF_src1_data;  
    wire [31:0] RF_src2_data;  
    wire [31:0] sgn_ext_imm;  
    wire [31:0] base_address;  
    wire [31:0] offset_address;  
    wire [31:0] j_address;  
    wire [7:0] control_signals_nop;  
    wire [31:0] ID_ALU_Src1_L1;  
    wire [31:0] ID_ALU_Src1;  
    wire [31:0] ID_ALU_Src2_L1;  
    wire [31:0] ID_ALU_Src2;  
    wire [32:0] diff_sgn, diff_usg;  
    wire gt_sgn, lt_sgn, gt_usg, lt_usg;  
    assign func3 = inst_reg[14:12];
    assign func7 = inst_reg[31:25];
    assign ID_rf_src2 = inst_reg[24:20];
    assign ID_rf_src1 = inst_reg[19:15];
    assign ID_rf_rd = inst_reg[11:7];
    assign opcode = inst_reg[6:0];
    assign imm_itype = inst_reg[31:20];
    assign imm_jtype = {inst_reg[31], inst_reg[20:13], inst_reg[21], inst_reg[30:21]};
    assign imm_stype = {inst_reg[31:25], inst_reg[11:7]};
    assign imm_utype = inst_reg[31:12];
    assign imm_btype = {inst_reg[31], inst_reg[7], inst_reg[30:25], inst_reg[11:8]};
    assign shamt = inst_reg[24:20];
    assign ID_PC = IF_PC_Out_reg;
    assign ID_Src1_hu = ID_rf_src1;
    assign ID_Src2_hu = ID_rf_src2;
    reg_file RF (
        .clk(clk),
        .rst(rst),
        .reg_write(MEM_WB_reg_write),  
        .rd_reg1(ID_rf_src1), 
        .rd_reg2(ID_rf_src2), 
        .wr_reg(MEM_WB_rd),
        .wr_data(RF_WR_Data),
        .rd_data1(RF_src1_data), 
        .rd_data2(RF_src2_data)
    );
    imm_gen IMM_GEN (
        .imm_itype(imm_itype),
        .imm_jtype(imm_jtype),
        .imm_stype(imm_stype),
        .imm_btype(imm_btype),
        .imm_utype(imm_utype),
        .shamt(shamt),
        .typ(imm_typ),
        .d_out(sgn_ext_imm)
    );
    mux2to1 #(
        .size(32)
    ) BASE_JMP_MUX (
        .i0(ID_PC), 
        .i1(RF_src1_data), 
        .sel(jal_jalr),
        .y(base_address)
    );
    assign offset_address = (ensh2) ? {sgn_ext_imm[29:0], 2'b00} : sgn_ext_imm;
    adder #(
        .size(32)
    ) ADDRESS_ADDER (
        .a(base_address),
        .b(offset_address),
        .cin(1'b0),
        .cout(),
        .sum(j_address)
    );
    assign jump_address = (set0) ? {j_address[31:1], 1'b0} : j_address;
    mux2to1 #(
        .size(8)
    ) STALL_MUX (
        .i0({alu_operation, wb_src, reg_write, mem_read_i, mem_write_i}), 
        .i1(8'b0),
        .sel(NOP),
        .y(control_signals_nop)
    );
    mux4to1 #(
        .size(32)
    ) MUX_ALU_Src1_L1 (
        .i0(RF_src1_data), 
        .i1(alu_out),
        .i2(EX_RF_WR_Data),
        .i3(RF_WR_Data),
        .sel(forwardSrc1),
        .y(ID_ALU_Src1_L1)
    );
    mux2to1 #(
        .size(32)
    ) MUX_ALU_Src1 (
        .i0(ID_ALU_Src1_L1), 
        .i1(ID_PC),
        .sel(alu_src1),
        .y(ID_ALU_Src1)
    );
    mux4to1 #(
        .size(32)
    ) MUX_ALU_Src2_L1 (
        .i0(RF_src2_data), 
        .i1(alu_out),
        .i2(EX_RF_WR_Data),
        .i3(RF_WR_Data),
        .sel(forwardSrc2),
        .y(ID_ALU_Src2_L1)
    );
    mux4to1 #(
        .size(32)
    ) MUX_ALU_Src2 (
        .i0(ID_ALU_Src2_L1), 
        .i1(sgn_ext_imm),
        .i2(32'd4),
        .i3(),
        .sel(alu_src2),
        .y(ID_ALU_Src2)
    );
    assign diff_sgn = {ID_ALU_Src1_L1[31], ID_ALU_Src1_L1} - {ID_ALU_Src2_L1[31], ID_ALU_Src2_L1};
    assign gt_sgn = (diff_sgn[32] == 1'b1) ? 1'b0 : 1'b1;
    assign lt_sgn = (diff_sgn[32] == 1'b1) ? 1'b1 : 1'b0;
    assign diff_usg = {1'b0, ID_ALU_Src1_L1} - {1'b0, ID_ALU_Src2_L1};
    assign gt_usg = (diff_usg[32] == 1'b1) ? 1'b0 : 1'b1;
    assign lt_usg = (diff_usg[32] == 1'b1) ? 1'b1 : 1'b0;
    assign gt = (sgn_unsgn == 1'b0) ? gt_sgn :
                gt_usg;
    assign lt = (sgn_unsgn == 1'b0) ? lt_sgn :
                lt_usg;
    assign eq = (ID_ALU_Src1_L1 == ID_ALU_Src2_L1) ? 1'b1 : 1'b0;
    register #(
        .size(145)
    ) ID_EX_reg (
        .clk(clk),
        .rst(rst),
        .clr(1'b0), 
        .ld(ID_EX_en),
        .d_in({bhu, b, h, w, control_signals_nop, ID_PC,  ID_ALU_Src2_L1, ID_rf_rd, ID_ALU_Src2, ID_ALU_Src1}),
        .d_out({bhu_reg, b_reg, h_reg, w_reg, control_signals_nop_reg, ID_PC_reg, ID_ALU_Src2_L1_reg, ID_rf_rd_reg, ID_ALU_Src2_reg, ID_ALU_Src1_reg})
    );
endmodule
### run.sh
#!/bin/bash
# OpenROAD 26Q1-2900-gdf79404cd8, Yosys 0.63+post, stock flow scripts
make -C /OpenROAD-flow-scripts/flow DESIGN_CONFIG=/design/flow/config.mk WORK_HOME=/design/flow/orfs finish
==> reports/metrics.csv <==
stage,metric,value,unit
run_status,outcome,"complete, no violations",
placement,dp_hpwl,216000,um
power_and_ir_drop,ir_worst_vdd,0.0878,mV
clocking,cts_tree,yes,
finish,syn2layout_area_growth,19.6,%
global_routing,top_usage_layer,met2,
drt,initialDrtViolationCount,6006,
finish,final_common_cell,mux2_2,
clocking,clk_pin_slew_worst_paths,0.05,ns
run,cap_viol_max_count,0,
power_and_ir_drop,power_leakage,0.0316,uW
global_routing,use_met2,0.464,
global_routing,use_met3,0.205,
global_routing,track_usage,0.333,
finish,layout-drive-gt1-share,0.299,
floorplan,die-area,207000,um^2
logic_synthesis,ys_seq_elements,1169,
clocking,clockBufferDepth,3,
logic_synthesis,synth_seq_share,0.475,
logic_synthesis,syn_area,61600,um^2
global_routing,grt_pass1_vias,54700,
global_routing,grt_overflow_total,0,
sta,hold_viol,0,
clocking,clock_sinks,1169,
floorplan,ios,403,
sta,skew,0.0839,ns
clocking,worstSkewPairLatency,0.79,ns
setup_path,critPathCapture,jump_address[31],
clocking,cts.repair.resized,0,
logic_synthesis,postSynthAreaPerCell,11.1,um^2
drt,dr.pass1.iters,9,
drt,vias,55600,
finish,finalInstanceArea,73700,um^2
drt,drt_wl_total,340000,um
drt,remaining_drc_errors,0,
finish,final_cell_mix,"1097 x mux2_2, 1024 x dfrtn_1, 893 x a22oi_1",
sta,timing.final.ws_setup,0.977,ns
sta,fin_tns_setup,0,ns
floorplan,fp.dieW,455,um
logic_synthesis,ff_type,dfrtn_1,
floorplan,coreArea,203000,um^2
floorplan,initCoreUtil,0.303,
setup_path,ff2ff_setup_slack,8.19,ns
logic_synthesis,ys_chip_area,61600,um^2
sta,finalMaxSlewViolations,0,
run,tool_warnings,51,
placement,place.gp.congestion,1.05,
sta,worst_slew_pin_slew,1.23,ns
placement,placed_area,69100,um^2
setup_path,critPathRequiredTime,17.92,ns
drt,wl_per_cell,39.5,um
drt,ant_nets,0,
sta,holdWs,0.337,ns
clocking,ctsHoldBuffers,0,
drt,vias_per_cell,6.46,
logic_synthesis,ys_cells,5562,
global_routing,grt_start_max_net_pins,125,
logic_synthesis,async_flop_share,1.00,
logic_synthesis,edf_count,0,
sta,rsz0062_at_grt,no,
clocking,root_buffer,clkbuf_16,
logic_synthesis,yosys.area.top_type,dfrtn_1,
floorplan,placementRows,165,
clocking,htreeDepth,4,
logic_synthesis,ys_warn_count,40,
setup_path,crit_arrival,16.94,ns
placement,place_ws,1.84,ns
setup_path,r2r_end,ID_EX_reg.d_out[31],
clocking,post-cts-setup-buffers,0,
floorplan,die_h,455,um
setup_path,crit_start,RF.register_file[19][15],
logic_synthesis,syn_inst,5562,
logic_synthesis,netlist.area_leader.share,0.416,
logic_synthesis,topCellsByArea,"dfrtn_1 42%, mux2_2 20%, a22oi_1 11%",
setup_path,r2r_cells,8,
setup_path,path_max_fanout,5,
setup_path,crit_type,flip-flop to output pin,
power_and_ir_drop,p_per_area,85.1,nW/um^2
setup_path,reg2reg_from,RF.register_file[17][31],
logic_synthesis,yosys.cell_types.count,79,
sta,timing.slew.headroom,0.174,
clocking,cts_buffers,130,
setup_path,crit_path_end_kind,output pin,
placement,port-buffer-count,388,
global_routing,grtUsageMet1,0.371,
hold_path,min_path_type,flip-flop to flip-flop,
setup_path,critPathLaunchType,flip-flop,
sta,final-setup-viol-count,0,
global_routing,antenna_found_initial,31,
finish,finish.utilization,0.363,
global_routing,grt_first_pass_wirelength,459000,um
[synthesized netlist by cell type, types with 24 or more instances]
library cell,count
buf_4,32
nand2b_1,24
nor2_1,204
o211ai_1,29
a21oi_1,185
dfrtp_1,145
mux2_2,1097
nand3_1,69
nor3_1,73
nand2_1,379
nor4_1,45
o21ai_0,117
nand4_1,112
a221oi_1,44
buf_2,75
mux2i_1,40
a22oi_1,893
inv_1,68
ha_1,63
o22ai_1,37
dfrtn_1,1024
clkbuf_1,393
buf_1,55
nand3b_1,32
[cell type report]
type | count | area [um^2]
tap | 2672 | 3340
timing repair buffer | 670 | 6030
inverter | 68 | 259
fill | 19700 | 129000
antenna | 30 | 75.1
clock inverter | 59 | 779
clock buffer | 173 | 3690
sequential | 1169 | 29300
multi-input combinational | 3759 | 30300
[worst min path at each step]
stage / endpoint / cells past startpoint / slack (ns) / from
4_1_cts: RF.register_file[0][26] / 0 / 0.34 / RF.register_file[0][26]
5_1_grt: RF.register_file[0][26] / 0 / 0.34 / RF.register_file[0][26]
6_report: RF.register_file[0][26] / 0 / 0.34 / RF.register_file[0][26]
[cell families (layout without fill, tap and decap cells)]
group	Yosys count	after routing	share of synthesized area
AND-OR/OR-AND	1458	1458	0.167
AND/OR/NAND/NOR	1051	1051	0.0825
multiplexers	1158	1158	0.215
XOR/XNOR	28	28	0.00398
other	0	30	0
adder cells (fa/ha/maj)	64	64	0.0131
flip-flops	1169	1169	0.475
buffers and inverters	634	970	0.0434
[per-stage QoR]
step / instances / total power [uW]
final: 8600 / 6270
after global routing: 8580 / 6460
after CTS: 8570 / 6230
after detailed placement: 8338 / 3950
after global placement: 8338 / 3930
after floorplan: 5562 / 3410
[state kept, by name, indices dropped and copies added (netlist names)]
signal and count:
RF.register_file 1024, ID_EX_reg.d_out 145
[routing by layer]
| metal | up-vias | share of wire |
|---|---|---|
| met2 | 4700 | 0.41 |
| met1 | 27700 | 0.33 |
| met4 | 42 | 0.095 |
| met5 | - | 0.0029 |
| met3 | 1650 | 0.16 |
| li1 | 21500 | - |
[where the power goes]
group | total, uW | internal (uW) | switching [uW]
sequential | 2840 | 2520 | 323
combinational | 1120 | 537 | 584
clock | 2300 | 1340 | 965
total | 6270 | 4400 | 1870
[critical path, cell delays in order, from the launching register on]
cell,delay [ns]
dfrtn_1,0.36
a22oi_1,0.23
nand4_1,0.15
or3_1,0.40
or4_1,0.50
o211ai_1,0.14
o21ai_0,0.16
ha_1,0.41
and4_1,0.26
a2111oi_0,0.47
o31ai_1,0.14
a31oi_1,0.18
buf_4,0.23
o21ai_0,0.18
a221o_1,0.42
a211oi_1,0.27
clkdlybuf4s50_1,0.52
Power and IR drop assume default switching activity.
